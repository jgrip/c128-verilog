`config.mk`:
```
export PLATFORM = sky130hd
export DESIGN_NAME = pla_8721
export DESIGN_NICKNAME = pla_8721
export VERILOG_FILES = /design/flow/design.v
export SDC_FILE = /design/flow/constraint.sdc
export NUM_CORES = 4
export LEC_CHECK = 1
export CORE_AREA = 10 10 86 86
export DIE_AREA = 0 0 96 96
```
`constraint.sdc`:
```
current_design pla_8721

set clk_period 2.2
set clk_io_pct 0.2

create_clock -name clk0 -period $clk_period

set non_clock_inputs [all_inputs -no_clocks]
set_input_delay [expr $clk_period * $clk_io_pct] -clock clk0 $non_clock_inputs
set_output_delay [expr $clk_period * $clk_io_pct] -clock clk0 [all_outputs]
```
`design.v`:
```
module pla_8721(
    input rom_256,
    input va14,
    input charen,
    input hiram,
    input loram,
    input ba,
    input vma5,
    input vma4,
    input ms0,
    input ms1,
    input ms2,
    input ms3,
    input z80io,
    input z80en,
    input exrom,
    input game,
    input rw,
    input aec,
    input dmaack,
    input vicfix,
    input a10,
    input a11,
    input a12,
    input a13,
    input a14,
    input a15,
    input clk,
    output sden,
    output roml,
    output romh,
    output clrbnk,
    output from,
    output rom4,
    output rom3,
    output rom2,
    output rom1,
    output iocs,
    output dir,
    output reg dwe,
    output reg casenb,
    output vic,
    output ioacc,
    output gwe,
    output colram,
    output charom);
wire p0;
wire p1;
wire p2;
wire p3;
wire p4;
wire p5;
wire p6;
wire p7;
wire p8;
wire p9;
wire p10;
wire p11;
wire p12;
wire p13;
wire p14;
wire p15;
wire p16;
wire p17;
wire p18;
wire p19;
wire p20;
wire p21;
wire p22;
wire p23;
wire p24;
wire p25;
wire p26;
wire p27;
wire p28;
wire p29;
wire p30;
wire p31;
wire p32;
wire p33;
wire p34;
wire p35;
wire p36;
wire p37;
wire p39;
wire p40;
wire p41;
wire p42;
wire p43;
wire p44;
wire p45;
wire p46;
wire p47;
wire p48;
wire p49;
wire p50;
wire p51;
wire p52;
wire p53;
wire p54;
wire p55;
wire p56;
wire p57;
wire p58;
wire p59;
wire p60;
wire p61;
wire p62;
wire p63;
wire p64;
wire p65;
wire p66;
wire p67;
wire p68;
wire p69;
wire p70;
wire p71;
wire p72;
wire p74;
wire p75;
wire p76;
wire p77;
wire p78;
wire p79;
wire p80;
wire p81;
wire p82;
wire p83;
wire p84;
wire p85;
wire p86;
wire p87;
wire p88;
wire p89;
wire casenb_int;
wire casenb_latch;
assign p0 = charen && hiram && ba && !ms3 && game &&  rw && aec && a12 && !a13 && a14 && a15;
assign p1 = charen && hiram &&      !ms3 && game && !rw && aec && a12 && !a13 && a14 && a15;
assign p2 = charen && loram && ba && !ms3 && game &&  rw && aec && a12 && !a13 && a14 && a15;
assign p3 = charen && loram &&      !ms3 && game && !rw && aec && a12 && !a13 && a14 && a15;
assign p4 = charen && hiram && ba && !ms3 && !exrom && !game &&  rw && aec && a12 && !a13 && a14 && a15;
assign p5 = charen && hiram &&      !ms3 && !exrom && !game && !rw && aec && a12 && !a13 && a14 && a15;
assign p6 = charen && loram && ba && !ms3 && !exrom && !game &&  rw && aec && a12 && !a13 && a14 && a15;
assign p7 = charen && loram &&      !ms3 && !exrom && !game && !rw && aec && a12 && !a13 && a14 && a15;
assign p8 = ba && !ms3 && exrom && !game &&  rw && aec && a12 && !a13 && a14 && a15;
assign p9 =      !ms3 && exrom && !game && !rw && aec && a12 && !a13 && a14 && a15;
assign p10 = ba && !ms2 && ms3 && z80en &&  rw && aec && a12 && !a13 && a14 && a15;
assign p11 =      !ms2 && ms3 && z80en && !rw && aec && a12 && !a13 && a14 && a15;
assign p12 = charen && hiram && ba && !ms3 && game &&  rw && aec && !a10 && !a11 && a12 && !a13 && a14 && a15;
assign p13 = charen && hiram &&      !ms3 && game && !rw && aec && !a10 && !a11 && a12 && !a13 && a14 && a15;
assign p14 = charen && loram && ba && !ms3 && game &&  rw && aec && !a10 && !a11 && a12 && !a13 && a14 && a15;
assign p15 = charen && loram &&      !ms3 && game && !rw && aec && !a10 && !a11 && a12 && !a13 && a14 && a15;
assign p16 = charen && hiram && ba && !ms3 && !exrom && !game &&  rw && aec && !a10 && !a11 && a12 && !a13 && a14 && a15;
assign p17 = charen && hiram &&      !ms3 && !exrom && !game && !rw && aec && !a10 && !a11 && a12 && !a13 && a14 && a15;
assign p18 = charen && loram && ba && !ms3 && !exrom && !game &&  rw && aec && !a10 && !a11 && a12 && !a13 && a14 && a15;
assign p19 = charen && loram &&      !ms3 && !exrom && !game && !rw && aec && !a10 && !a11 && a12 && !a13 && a14 && a15;
assign p20 = ba && !ms3 && exrom && !game &&  rw && aec && !a10 && !a11 && a12 && !a13 && a14 && a15;
assign p21 =      !ms3 && exrom && !game && !rw && aec && !a10 && !a11 && a12 && !a13 && a14 && a15;
assign p22 = ba && !ms2 && ms3 && z80en &&  rw && aec && !a10 && !a11 && a12 && !a13 && a14 && a15;
assign p23 =      !ms2 && ms3 && z80en && !rw && aec && !a10 && !a11 && a12 && !a13 && a14 && a15;
assign p24 = charen && hiram && ba && !ms3 && game &&  rw && aec && !a10 && a11 && a12 && !a13 && a14 && a15;
assign p25 = charen && hiram &&      !ms3 && game && !rw && aec && !a10 && a11 && a12 && !a13 && a14 && a15;
assign p26 = charen && loram && ba && !ms3 && game &&  rw && aec && !a10 && a11 && a12 && !a13 && a14 && a15;
assign p27 = charen && loram &&      !ms3 && game && !rw && aec && !a10 && a11 && a12 && !a13 && a14 && a15;
assign p28 = charen && hiram && ba && !ms3 && !exrom && !game &&  rw && aec && !a10 && a11 && a12 && !a13 && a14 && a15;
assign p29 = charen && hiram &&      !ms3 && !exrom && !game && !rw && aec && !a10 && a11 && a12 && !a13 && a14 && a15;
assign p30 = charen && loram && ba && !ms3 && !exrom && !game &&  rw && aec && !a10 && a11 && a12 && !a13 && a14 && a15;
assign p31 = charen && loram &&      !ms3 && !exrom && !game && !rw && aec && !a10 && a11 && a12 && !a13 && a14 && a15;
assign p32 = ba && !ms3 && exrom && !game &&  rw && aec && !a10 && a11 && a12 && !a13 && a14 && a15;
assign p33 =      !ms3 && exrom && !game && !rw && aec && !a10 && a11 && a12 && !a13 && a14 && a15;
assign p34 = ba && !ms2 && ms3 && z80en &&  rw && aec && !a10 && a11 && a12 && !a13 && a14 && a15;
assign p35 =      !ms2 && ms3 && z80en && !rw && aec && !a10 && a11 && a12 && !a13 && a14 && a15;
assign p36 = !aec;
assign p37 = !rw && aec && !a10 && a11 && a12 && !a13 && a14 && a15;
assign p39 = !charen && hiram && !ms3 &&           game && rw && aec && a12 && !a13 && a14 && a15;
assign p40 = !charen && loram && !ms3 &&           game && rw && aec && a12 && !a13 && a14 && a15;
assign p41 = !charen && hiram && !ms3 && !exrom && !game && rw && aec && a12 && !a13 && a14 && a15;
assign p42 = va14 && !vma5 && vma4 && !ms3          &&  game && !aec;
assign p43 = va14 && !vma5 && vma4 && !ms3 && !exrom && !game && !aec;
assign p44 = !ms0 && !ms1 && ms2 && ms3 && z80en && rw && aec && a12 && !a13 && a14 && a15;
assign p45 = hiram && loram && !ms3 && !exrom && rw && aec && !a13 && !a14 && a15;
assign p46 = !ms3 && exrom && !game && aec && !a13 && !a14 && a15;
assign p47 = ms0 && !ms1 && ms3 && rw && aec && !a14 && a15;
assign p48 = !ms0 && ms1 && ms3 && rw && aec && !a14 && a15;
assign p49 = hiram && !ms3 && !exrom && !game && rw && aec && a13 && !a14 && a15;
assign p50 = !ms3 && exrom && !game && aec && a13 && a14 && a15;
assign p51 = vma5 && vma4 && !ms3 && exrom && !game && !aec;
assign p52 =  ms0 && !ms1 && ms3 && rw && aec && !a12 && !a13 && a14 && a15;
assign p53 = !ms0 &&  ms1 && ms3 && rw && aec && !a12 && !a13 && a14 && a15;
assign p54 = !ms0 && !ms1 && ms3 && rw && aec && !a12 && !a13 && a14 && a15;
assign p55 = !ms0 && !ms1 && z80io && !z80en && rw && aec && !a12 && !a13 && !a14 && !a15;
assign p56 = !ms0 && !ms1 && ms3 && rw && aec && !a14 &&  a15;
assign p57 = !ms0 && !ms1 && ms3 && rw && aec &&  a14 && !a15;
assign p58 = hiram         && !ms3          &&  game && rw && aec && a13 &&  a14 && a15;
assign p59 = hiram         && !ms3 && !exrom && !game && rw && aec && a13 &&  a14 && a15;
assign p60 = hiram && loram && !ms3          &&  game && rw && aec && a13 && !a14 && a15;
assign p61 = !z80io && !z80en && aec && !a10 && !a11 && a12 && !a13 && a14 && a15;
assign p62 = !z80io && !z80en && aec               && a12 && !a13 && a14 && a15;
assign p63 = !z80io && !z80en && aec && !a10 &&  a11 && a12 && !a13 && a14 && a15;
assign p64 = !rw && aec;
assign p65 =  rw && aec;
assign p66 = !aec;
assign p67 = !ms2 && !z80en       && aec && !a10 && !a11 && a12 && !a13 && !a14 && !a15;
assign p68 = !ms2 && !z80en && !rw && aec && !a10 && !a11 && a12 && !a13 && !a14 && !a15;
assign p69 = !charen && !vma5 && vma4 && ms3 && !aec && dmaack;
assign p70 = !rom_256 && !ms0 && !ms1 && ms3 && rw && aec               && a14 && !a15;
assign p71 = !rom_256 && !ms0 && !ms1 && ms3 && rw && aec && !a12 && !a13 && a14 &&  a15;
assign p72 = !rom_256 && !ms0 && !ms1 && z80io && !z80en && rw && aec && !a12 && !a13 && !a14 && !a15;
assign p74 = rw && !aec && vicfix;
assign p75 =            !ms0 && !ms1       && ms3 && rw && aec       &&  a13 && a14 && a15;
assign p76 = !rom_256 && !ms0 && !ms1       && ms3 && rw && aec       &&  a13 && a14 && a15;
assign p77 =            !ms0 &&  ms1       && ms3 && rw && aec       &&  a13 && a14 && a15;
assign p78 =            !ms0 &&  ms1 && ms2 && ms3 && rw && aec && a12 && !a13 && a14 && a15;
assign p79 =             ms0 && !ms1       && ms3 && rw && aec       &&  a13 && a14 && a15;
assign p80 =             ms0 && !ms1 && ms2 && ms3 && rw && aec && a12 && !a13 && a14 && a15;
assign p81 = !ms3 && exrom && !game && aec &&  a12        && !a14 && !a15;
assign p82 = !ms3 && exrom && !game && aec        &&  a13 && !a14;
assign p83 = !ms3 && exrom && !game && aec               &&  a14 && !a15;
assign p84 = !ms3 && exrom && !game && aec && !a12 && !a13 &&  a14 &&  a15;
assign p85 = !loram && ms3 &&  aec;
assign p86 = !hiram && ms3 && !aec;
assign sden = p42 || p43 || p66 || p69;
assign roml = p45 || p46 || p47;
assign romh = p49 || p50 || p51 || p52 || p79 || p80;
assign clrbnk = p85 || p86;
assign from = p48 || p53 || p77 || p78;
assign rom4 = p54 || p55 || p75;
assign rom3 = p56 || p70;
assign rom2 = p57;
assign rom1 = p58 || p59 || p60 || p71 || p72 || p76;
assign iocs = p0 || p1 || p2 || p3 || p4 || p5 || p6 || p7 || p8 || p9 || p10 || p11 || p62;
assign dir = p12 || p14 || p16 || p18 || p20 || p22 || p24 || p26 || p28 || p30 || p32 || p34 || p39 || p40 || p41 || p44 || p65;
assign vic = p12 || p13 || p14 || p15 || p16 || p17 || p18 || p19 || p20 || p21 || p22 || p23 || p61;
assign ioacc = p0 || p1 || p2 || p3 || p4 || p5 || p6 || p7 || p8 || p9 || p10 || p11 || 
               p12 || p13 || p14 || p15 || p16 || p17 || p18 || p19 || p20 || p21 || p22 || p23 || p61 || p62;
assign gwe = p37 || p68;
assign colram = p24 || p25 || p26 || p27 || p28 || p29 || p30 || p31 || p32 || p33 || p34 || p35 || p36 || p63 || p67;
assign charom = p39 || p40 || p41 || p42 || p43 || p44 || p69;
assign casenb_latch = clk || p74;
assign casenb_int = p0 || p1 || p2 || p3 || p4 || p5 || p6 || p7 || p8 || p9
                || p10 || p11 || p12 || p13 || p14 || p15 || p16 || p17 || p18 || p19
                || p20 || p21 || p22 || p23 || p39 || p40 || p41 || p42 || p43 || p44
                || p45 || p46 || p47 || p48 || p49 || p50 || p51 || p52 || p53 || p54
                || p55 || p56 || p57 || p58 || p59 || p60 || p61 || p62 || p63 || p67
                || p69 || p70 || p71 || p72 || p75 || p76 || p77 || p78 || p79 || p80
                || p81 || p82 || p83 || p84;
always @ (clk or p64)
  if (clk)
    dwe <= p64;
always @ (casenb_latch or casenb_int)
  if (casenb_latch)
    casenb <= casenb_int;
endmodule
```
`run.sh`:
```
#!/bin/bash
# OpenROAD 26Q1-2900-gdf79404cd8, Yosys 0.63+post, stock flow scripts
make -C /OpenROAD-flow-scripts/flow DESIGN_CONFIG=/design/flow/config.mk WORK_HOME=/design/flow/orfs finish
```
==> out/metrics.csv <==
metric,value,unit
outcome,completed,
GRT Overall Usage,0.0851,
Vias/cell,4.43,
hold_ws,1.29,ns
Async SR Flop Fraction,0,
first-pass GRT wire length,6.44,mm
yosys cell count,114,
largest net degree at the start of global routing,10,
endpoints left unconstrained,4,
Layout area overhead,147,%
synthesized area per cell,6.65,um^2
Hold WC Path Type,in -> out,
Critical Path Fanout Max,4,
tool warnings,34,
Top cells excl fill/tap,"buf_4, clkdlybuf4s50_1, nand2_1, buf_2, buf_6",
wire per inst,13.6,um
relative slew slack,0.805,
TritonRoute pass-1 iters,4,
DP Wirelength,3.25,mm
ys flops,2,
flip-flops with a built-in enable,0,
Final Cell Area,1870,um^2
fmax,456,MHz
total placed instance area,1630,um^2
Residual DRC,0,
top cells by area,"a21oi_1, nand2_1, nand2b_1",
setup violators final,0,
HP Start,hiram,
vias,1272,
Placeable Area,5540,um^2
worst slew pin tran,0.289,ns
register pins left without a clock,2,
number of antenna-violating nets in the routed design,0,
worst vdd ir,0.0540,mV
Crit. End Element,output port,
share of layout cells above drive strength 1,0.553,
RSZ-0062 raised after global routing,yes,
vias in the first global route,1348,
total gr overflow,0,
MaxCap Viol Count,0,
Final period util,0.996,
die area,9220,um^2
Buffers on Ports,45,
crit path launch type,input port,
Unique masters post-synth,47,
GPL Wtd Cong,0.849,
Area leader share,0.0594,
WS Path Type,in -> out,
I/O Pins,45,
Die Span Y,96,um
Worst EP required,1.76,ns
ys flop type,dlxtp_1,
Antenna diodes,0,
worst path arrival time,1.75,ns
Final Hold Fails,0,
YS warnings,1,
total negative slack,0,ns
initial antenna violation count,0,
Yosys top cell by area,a21oi_1,
Pre-Place Util,0.137,
row cnt,27,
CP startpoint,aec,
minimum clock period,2.19,ns
Total Routed Length,3.91,mm
Cells after Synth,114,
Yosys Chip Area,758,um^2
Power Density,135,nW/um^2
DR iter-0 viols,48,
most numerous logic cell after layout,buf_4,
Pleak,0.859,nW
"Slew Viols, Final",0,
synthesized area,758,um^2
total power,252,uW
die width,96,um
[where the power goes]
group / total (mW) / internal [mW] / switching, mW
Combinational: 0.248 / 0.141 / 0.107
Sequential: 0.00408 / 0.00365 / 0.000430
Clock: 0 / 0 / 0
[routing by layer]
layer	share of wire	vias up	global-route usage
li1	-	651	-
met1	0.48	576	0.117
met2	0.43	45	0.138
met3	0.091	0	0.0228
met4	0	0	0.00123
met5	0	-	0
[cell usage after synthesis (all sizes together) (3+ instances only)]
master	instances
buf	6
nand4	3
nand2b	6
inv	7
nor2b	3
o211ai	3
nor2	6
a21oi	9
and2	4
o21ai	4
a31o	3
nand2	10
nand3	4
[flip-flops by register name, indices dropped and copies added, names as in the netlist]
signal and cells:
casenb 1, dwe 1
[worst max-delay path, cell delays in order]
cell       delay [ns]
buf_6            0.07
buf_6            0.10
buf_6            0.09
nand4bb_1        0.12
a211oi_2         0.23
a221oi_4         0.06
buf_4            0.14
o21a_1           0.09
o311ai_1         0.24
buf_2            0.16
[final timing paths]
path | depth (start not counted) | to | slack [ns]
worst min-delay path | 4 | clrbnk | 1.29
worst max-delay path | 10 | colram | 0.009
[what timing repair did]
item / CTS / global route
cloned: 1 / 0
resized: 125 / 18
pin swaps: 21 / 15
endpoints found under the setup margin: 15 / 12
hold buffers: 0 / 0
setup buffers: 14 / 0
[logic make-up (layout without fill, tap and decap cells)]
group,count (synthesis),in the layout,share of synthesized area
AND/OR/NAND/NOR,64,64,0.536
latches,2,2,0.0396
AND-OR/OR-AND,35,35,0.347
buffers and inverters,13,114,0.0776
[area by class of cell]
| cell class | count | area, um^2 |
|---|---|---|
| Inverter | 7 | 26.3 |
| Multi-Input combinational cell | 99 | 852 |
| Fill cell | 568 | 3670 |
| Tap cell | 72 | 90.1 |
| Sequential cell | 2 | 30.0 |
| Timing Repair Buffer | 107 | 871 |
[per-stage QoR]
stage / utilization / setup WS (ns) / std cells
2_1_floorplan: - / 0.318 / 114
3_3_place_gp: 0.295 / -0.839 / 274
3_5_place_dp: 0.295 / -0.818 / 274
4_1_cts: 0.331 / -0.0232 / 287
5_1_grt: 0.337 / -0.0813 / 287
6_report: 0.337 / 0.00896 / 287
No activity file was given, so power comes from the tool's default toggle rates.

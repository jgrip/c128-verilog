### ./config.mk
export PLATFORM = sky130hd
export DESIGN_NAME = mmu8722
export DESIGN_NICKNAME = mmu8722
export VERILOG_FILES = /design/flow/design.v
export SDC_FILE = /design/flow/constraint.sdc
export NUM_CORES = 4
export LEC_CHECK = 1
export CORE_UTILIZATION = 50
### ./constraint.sdc
current_design mmu8722

set clk_period 3.1
set clk_io_pct 0.2

create_clock -name clk0 -period $clk_period [get_ports {clk}]

set non_clock_inputs [all_inputs -no_clocks]
set_input_delay [expr $clk_period * $clk_io_pct] -clock clk0 $non_clock_inputs
set_output_delay [expr $clk_period * $clk_io_pct] -clock clk0 [all_outputs]
### ./design.v
module mmu8722 (
    input        reset_n,
    input        rw,
    input [15:0] addr,
    input        clk,
    input        k4080,
    output       ms3,
    output [7:0] t_addr,
    output       cas0,
    output       cas1,
    inout [7:0]  d
);
    reg [7:0] d_r;
    wire d_d;
    reg [7:0] cr_r;
    reg [7:0] pcr_r[3:0];
    reg [11:0] page0_r;
    reg [11:0] page1_r;
    reg [3:0] page0_h_r;
    reg [3:0] page1_h_r;
    reg cpu_r;         
    reg os_r;          
    reg fsdir_r;       
    reg game_r;        
    reg exrom_r;       
    reg [1:0] rcr_common_s_r;
    reg       rcr_common_h_r;
    reg       rcr_common_l_r;
    reg [1:0] vicbank_r;
    wire cs_d500 = (addr >= 16'hd500 && addr <= 16'hd50b);
    wire cs_ff00 = (addr >= 16'hff00 && addr <= 16'hff04);
    assign d_d = rw && (cs_d500 | cs_ff00);
    assign d = d_d ? d_r : 8'bz;
    always @(negedge clk or negedge reset_n) begin
        if (~reset_n) begin
            cr_r <= 8'h00;
            pcr_r[0] <= 8'h00;
            pcr_r[1] <= 8'h00;
            pcr_r[2] <= 8'h00;
            pcr_r[3] <= 8'h00;
            page0_r <= 12'h000;
            page0_h_r <= 4'h0;
            page1_r <= 12'h000;
            page1_h_r <= 4'h0;
            cpu_r <= 0;
            os_r <= 0;
            fsdir_r <= 1;
            game_r <= 1;
            exrom_r <= 1;
            rcr_common_s_r <= 2'b00;
            rcr_common_l_r <= 0;
            rcr_common_h_r <= 0;
            vicbank_r <= 2'b00;
        end else if (!rw) begin
            if (cs_d500 && os_r == 0) begin
                case (addr[4:0])
                    0 : cr_r <= d;
                    1 : pcr_r[0] <= d;
                    2 : pcr_r[1] <= d;
                    3 : pcr_r[2] <= d;
                    4 : pcr_r[3] <= d;
                    5 : begin
                            cpu_r <= d[0];
                            fsdir_r <= d[3];
                            game_r <= d[4];
                            exrom_r <= d[5];
                            os_r <= d[6];
                        end
                    6 : begin
                            rcr_common_s_r <= d[1:0];
                            rcr_common_l_r <= d[2];
                            rcr_common_h_r <= d[3];
                            vicbank_r <= d[7:6]; 
                        end
                    7 : begin
                            page0_r[7:0] <= d;
                            page0_r[11:8] <= page0_h_r;
                        end
                    8 : begin
                            page0_h_r <= d[3:0];
                        end
                    9 : begin
                            page1_r[7:0] <= d;
                            page1_r[11:8] <= page1_h_r;
                        end
                    10: begin
                            page1_h_r <= d[3:0];
                        end
                endcase
            end else if (cs_ff00) begin
                case (addr[4:0])
                    0 : cr_r <= d;
                    1 : cr_r <= pcr_r[0];
                    2 : cr_r <= pcr_r[1];
                    3 : cr_r <= pcr_r[2];
                    4 : cr_r <= pcr_r[3];
                endcase
            end
        end
    end
    always @(*) begin
        if (rw && cs_d500 && !os_r) begin
            case (addr[4:0])
                0 : d_r = cr_r;
                1 : d_r = pcr_r[0];
                2 : d_r = pcr_r[1];
                3 : d_r = pcr_r[2];
                4 : d_r = pcr_r[3];
                5 : d_r = {k4080, os_r, exrom_r, game_r, fsdir_r, 2'b00, cpu_r};
                6 : d_r = {vicbank_r, 2'b00, rcr_common_h_r, rcr_common_l_r, rcr_common_s_r};
                7 : d_r = page0_r[7:0];
                8 : d_r = {4'b0000, page0_r[11:8]};
                9 : d_r = page1_r[7:0];
                10: d_r = {4'b0000, page1_r[11:8]};
                11: d_r = 8'h20;
            endcase
        end
    end
    reg [7:0] taddr_r;
    assign ms3 = os_r;
    assign t_addr = taddr_r;
    always @(*) begin
        if (os_r == 0) begin
            taddr_r <= addr[15:8];
        end else begin
            taddr_r <= addr[15:8];
        end
    end
endmodule
### ./run.sh
#!/bin/bash
# OpenROAD 26Q1-2900-gdf79404cd8, Yosys 0.63+post, stock flow scripts
make -C /OpenROAD-flow-scripts/flow DESIGN_CONFIG=/design/flow/config.mk WORK_HOME=/design/flow/orfs finish
==> out/metrics.cfg <==
[synthesis]
yosys.stat.chipArea_um2 = 4170
yosysWarnings = 5
ys.flop_type = sky130_fd_sc_hd__dfrtn_1
ys_sh_mux = 0.261
synth_cells = 318
xor_share = 0
post-synth-top-area-cell = sky130_fd_sc_hd__dfrtn_1
synth_simple_gate_area_share = 0.0954
topCellsByArea = sky130_fd_sc_hd__dfrtn_1, sky130_fd_sc_hd__mux2_2, sky130_fd_sc_hd__dlxtn_1
synthAdderAreaFrac = 0
syn-cell-area_um2 = 4170
ys_top_cells_by_count = sky130_fd_sc_hd__mux2_2, sky130_fd_sc_hd__dfrtn_1, sky130_fd_sc_hd__buf_4, sky130_fd_sc_hd__nor2_1, sky130_fd_sc_hd__a22oi_1
synth_cell_type_count = 44
netlist.area_leader.share = 0.480
enable_flop_cells = 0
numSynthFlops = 91
synthTopLogicFamily = multiplexers
postSynthAreaPerCell_um2 = 13.1
ys_sh_aoi = 0.0699
share_of_flip_flops_with_an_asynchronous_set_or_reset = 0.912
synth_top_cell_by_count = sky130_fd_sc_hd__mux2_2
yosysCellCount = 318

[timing]
untimed_endpoints = 16
unclocked_regs = 8

[floorplan]
die_height_um = 93.4
rows = 32
floorplan.initialDensity = 0.529
count_of_boundary_i_o_pins = 39
die_x_um = 93.4

[clock_network]
post_cts_resize_count = 104
htree_levels = 3
cts_root_buf = sky130_fd_sc_hd__clkbuf_8
cts.repair_timing.setup_buffer_count = 6
tritoncts.num_buffers = 9
cts-hold-fix-buffers = 0
cts_buffer_depth = 2

[run_status]
flow.stopped_at = clock tree synthesis (4_1_cts)
error = [error] [KeplerFormal.cpp:679] Workflow failed: Iso has multiple drivers: .d0, d[0]$_DLATCH_N_.Q0
run_status = did not finish

[placed_design]
half_perimeter_wire_length_of_the_detailed_placement_result_mm = 6.72
place.detailed.instances = 482
count_of_input_and_output_buffers = 28
routability_congestion = 0.849

per-stage QoR:
step | util | setup WS [ps] | instance area [um^2]
3_5_place_dp | 0.643 | -1420 | 5070
2_1_floorplan | - | -1020 | 4370
3_3_place_gp | 0.643 | -1440 | 5070
logic make-up after synthesis:
kind of cell | after synthesis
AND-OR/OR-AND | 36
buffers and inverters | 31
flip-flops | 83
latches | 8
multiplexers | 98
other | 1
AND/OR/NAND/NOR | 61
